### flow/run.sh
#!/bin/bash
# OpenROAD 26Q1-2900-gdf79404cd8, Yosys 0.63+post, stock flow scripts
make -C /OpenROAD-flow-scripts/flow DESIGN_CONFIG=/design/flow/config.mk WORK_HOME=/design/flow/orfs finish
### flow/config.mk
export PLATFORM = sky130hd
export DESIGN_NAME = Design
export DESIGN_NICKNAME = Design
export VERILOG_FILES = /design/flow/design.v
export SDC_FILE = /design/flow/constraint.sdc
export NUM_CORES = 4
export LEC_CHECK = 1
export CORE_AREA = 10 10 70 70
export DIE_AREA = 0 0 80 80
### flow/constraint.sdc
current_design Design

set clk_period 1.4
set clk_io_pct 0.2

create_clock -name clk0 -period $clk_period [get_ports {clk}]

set non_clock_inputs [all_inputs -no_clocks]
set_input_delay [expr $clk_period * $clk_io_pct] -clock clk0 $non_clock_inputs
set_output_delay [expr $clk_period * $clk_io_pct] -clock clk0 [all_outputs]
### flow/design.v
module Design #(       
       parameter password=10, 
       parameter IDLE=3'b000, 
       parameter WAIT_PASS=3'b001, 
       parameter WRONG_PASS=3'b011, 
       parameter RIGHT_PASS=3'b010, 
       parameter STOP=3'b100 
) (
    input  clk,
    input  arst,
    input  [3:0] pass,
    input  sensor_entrance,
    input  sensor_exit,
    output reg gate ,LED_Green,LED_RED
);
reg [2:0]cs,ns;
reg EN;
wire enable,full,empty;
FIFO f1 (16'hFFFF,sensor_entrance,sensor_exit,clk,clk,arst,enable,full,empty);
always @(posedge clk or posedge arst) begin
    if (arst) begin
        cs=IDLE;
        EN=0;
    end
    else begin
        cs<=ns;
    end
end
always @(cs,pass,sensor_entrance,sensor_exit) begin
   case (cs)
    IDLE:begin
        if (sensor_entrance&&!full) begin
            ns=WAIT_PASS;
        end
    end
    WAIT_PASS:begin
        if (pass==password) begin
            ns=RIGHT_PASS;
            EN=1;
        end
        else begin
            ns=WRONG_PASS;
            EN=0;
        end
    end
    RIGHT_PASS:begin
        if (sensor_entrance&&sensor_exit) begin
            ns=STOP;
            EN=0;
        end
        else if (sensor_exit&&!empty) begin
            ns=IDLE;
            EN=1;
        end
        else begin
            ns=RIGHT_PASS;
            EN=1;
        end
    end
    WRONG_PASS:begin
        if (pass==password) begin
            ns=RIGHT_PASS;
            EN=1;
        end
        else begin
            ns=WRONG_PASS;
            EN=0;
        end
    end
    STOP:begin
        if (pass==password) begin
            ns=RIGHT_PASS;
            EN=1;
        end
        else begin
            ns=STOP;
            EN=0;
        end
    end
    default : begin
    ns=IDLE;
    EN=0;    
    end
   endcase
end
always @(cs) begin
  if (arst) begin
            gate=0;
        LED_Green=0;
        LED_RED=0;
  end
  else if (cs==RIGHT_PASS) begin
        gate=1;
        LED_Green=1;
        LED_RED=0;
    end
    else begin
        gate=0;
        LED_Green=0;
        LED_RED=0;
    end
    if (cs==STOP||cs==WRONG_PASS) begin
        LED_RED=1;
        LED_Green=0;
    end
  end
assign enable=EN;
endmodule
module FIFO #(
parameter FIFO_WIDTH=16,
parameter FIFO_DEPTH=512
)(
    input [FIFO_WIDTH-1:0]  din_a,
    input wen_a,
    input ren_b,
    input clk_a,
    input clk_b,
    input rst,
    input enable,
    output reg full,
    output reg empty
);
reg [9:0]w_count;
reg [8:0]r_count; 
reg [FIFO_WIDTH-1:0] queue [FIFO_DEPTH-1:0];
always @(posedge clk_a) begin
       if (rst) begin
        w_count=0;
        empty=1;
        full=0;
       end
       else if (wen_a==1&&enable==1) begin
            if (!full) begin
            queue[w_count]<=din_a;
            w_count<=w_count+1;
                end
        end
    end
always @(posedge clk_b) begin
       if (rst) begin
        r_count=0;
       end
       else if ((!empty)&&(ren_b==1)&&(enable==1)) begin
            r_count<=r_count+1;
        end
end
always @(w_count,r_count) begin
    if ((w_count[8:0]==r_count)) begin
        if (w_count[9]) begin
            full=1;            
        end
        else  begin
            empty=1;
        end
    end
    else begin
        empty=0;
        full=0;
    end
end
endmodule  
==> flow_metrics.py <==
# Synthesis and PnR figures
metrics = {
    "outcome": {
        "status": "complete, but fails checks",
        "violations": "negative setup slack",
    },
    "die": {
        "die_y_um": 80,
        "die_w_um": 80,
        "fp_util": 0.07143,
        "io_pins": 11,
        "num_rows": 21,
        "chipArea_um2": 6400,
        "core_area_um2": 3416,
    },
    "critical_path": {
        "endpoint_kind": "primary output",
        "critPathArrivalTime_ns": 1.17,
        "worstPathRequired_ns": 1.12,
        "cp-start-kind": "flop",
        "crit_type": "flop to primary output",
        "critPathMaxFanout": 2,
    },
    "placement": {
        "gp_congestion": 0.7110,
        "placed_cell_area_um2": 446.7,
        "port_buffers": 10,
        "place_ws_ns": -0.2852,
        "dp_hpwl_um": 613.5,
    },
    "cells_and_area": {
        "syn2layout_area_growth_pct": 98.97,
        "drive_above_1_share": 0.3778,
        "fill_cells": 386,
        "post-route-cell-area_um2": 485.5,
    },
    "yosys": {
        "postSynthAreaPerCell_um2": 10.61,
        "top_area_frac": 0.3077,
        "async_reset_ff_frac": 0.5000,
        "synth_area_um2": 244.0,
        "yosysTopAreaCell": "dfrtp_1",
        "edf_count": 0,
        "ys_area_um2": 244.0,
        "synthFlopType": "dlxtn_1",
        "ys_cells": 23,
        "top_cells_by_area": "dfrtp_1, dlxtn_1, nor4_1",
        "yosys.cell_types.count": 15,
        "synth_flop_count": 6,
        "yosysWarnings": 8,
        "postSynthCellCount": 23,
        "synthTopCellsByCount": "dfrtp_1, dlxtn_1, nor4_1",
    },
    "drt": {
        "drt-total-wl_um": 744,
        "via_count": 265,
        "drc": 0,
        "wl_per_cell_um": 8.176,
        "num_antenna_cells": 0,
        "drt_iter0_markers": 7,
        "firstDrtPassIters": 2,
        "avgViaCountPerCell": 2.912,
        "postRouteAntennaNets": 0,
    },
    "sta": {
        "max_freq_mhz": 689.6,
        "period_needed_ns": 1.450,
        "layout_setup_ws_ns": -0.05019,
        "untimed_endpoints": 6,
        "slew_headroom": 0.7248,
        "hold_viol": 0,
        "rsz0062_at_grt": "true",
        "setup_tns_ns": -0.05811,
        "unclocked_regs": 3,
        "maxSlewViolCount": 0,
        "setup_viol": 2,
        "finalCritPeriodShare": 1.036,
        "worst_pin_slew_ns": 0.4090,
    },
    "grt": {
        "grt_pass1_wl_mm": 1.242,
        "grt_usage": 0.02459,
        "grt_max_degree": 8,
        "grt_pass1_vias": 274,
        "antenna_found_initial": 0,
        "grt-ovfl-total": 0,
    },
    "cts": {
        "cts_root_buffer": "clkbuf_4",
        "cts_buffer_depth": 2,
        "postCtsHoldBufs": 0,
        "cts_tree": "done",
        "htreeDepth": 1,
        "clk_pin_slew_ns": 0.04,
        "cts_buffers": 3,
    },
    "min_path": {
        "hold_class": "primary input to asynchronous set/reset pin",
    },
    "power": {
        "powerDensity_nw_per_um2": 563.7,
        "leakage_nw": 0.2001,
        "peakVddDrop_mv": 0.1285,
    },
    "flow_run": {
        "tool_warnings": 27,
        "cap_violations": 0,
    },
}
## stage by stage
step	utilization	hold WS [ns]	instances	total power, mW
5_1_grt	0.1421	0.3247	91	0.3045
6_report	0.1421	0.3054	91	0.2737
4_1_cts	0.1421	0.3042	91	0.2808
3_5_place_dp	0.1308	0.5193	85	0.1217
2_1_floorplan	-	0.03364	23	0.09631
3_3_place_gp	0.1308	0.5080	85	0.1206
## how the worst max path moves through the flow
stage	from	to	slack (ns)	depth (start not counted)
4_1_cts	cs[0]	LED_RED	-0.06	3
5_1_grt	cs[1]	LED_RED	-0.13	3
6_report	cs[1]	LED_RED	-0.05	3
## cells by family (layout without fill, tap and decap cells)
logic type,Yosys count,after routing,share of synthesized area
and+or+nand+nor,11,11,0.3385
AOI/OAI and AO/OA,4,4,0.1385
buffers and inverters,2,24,0.03078
DFF,3,3,0.3077
latches,3,3,0.1846
## sequential cells by signal (all words and copies together), names as in the netlist
name  flops
cs        3
ns        3
## final cells by class
type	count	area [um2]	area share
Timing Repair Buffer	18	145.1	0.2990
Multi-Input combinational cell	15	128.9	0.2655
Sequential cell	6	120.1	0.2474
Tap cell	46	57.56	0.1186
Clock buffer	4	26.28	0.05412
Inverter	2	7.507	0.01546
## critical path, stage by stage, from the launching register on
cell and delay (ns):
dfrtp_1 0.36, or3b_1 0.38, o21ai_1 0.08, buf_2 0.11
## cells in the final DEF, fill, tap and decap left out, types with 2 or more instances in the layout
| cell | instances |
|---|---|
| buf_2 | 3 |
| buf_4 | 8 |
| clkbuf_4 | 3 |
| clkdlybuf4s50_1 | 7 |
| dfrtp_1 | 3 |
| dlxtn_1 | 3 |
| inv_1 | 2 |
| nand2b_1 | 2 |
| nor4_2 | 2 |
## per-layer routing
metal / wire length (um) / GRT usage
met3: 111 / 0.01705
met5: 0 / 0
met2: 289 / 0.03291
met1: 305 / 0.02806
met4: 38 / 0.01408
## where the power goes
| part | switching, mW | internal (mW) |
|---|---|---|
| logic | 0.00955 | 0.0223 |
| clock network | 0.0470 | 0.107 |
| registers | 0.0000351 | 0.0878 |
## timing repair
action                                  4_1_cts  5_1_grt
endpoints found under the setup margin        3        3
setup buffers                                 2        0
pin swaps                                     3        1
gates resized                                12        0
Power is estimated from default activity; no workload was simulated.
